$ cat /design/flow/design.v
module PWM_Generator (
	input clk,
	input [7:0] DUTY_CYCLE,
	input [15:0] ADC,
	input [9:0] PWM_PERIOD, DEAD_TIME,
	output reg PWM_UP, PWM_DOWN, Complete, ADC_Test
);
	reg [9:0] counter = 10'd0;
	reg [17:0] up_time;
	reg [9:0] high_end;
	reg [17:0] product;
	reg [15:0] ADC_cycle;
	reg Fault = 0;
	reg next_UP, next_DOWN;
	always@(posedge clk)begin 
		next_UP <= 0;
		next_DOWN <= 0;
		if(!Fault)begin
			if(counter < PWM_PERIOD -1)begin
				counter <= counter + 1;
				Complete <= 0;
			end
			else begin
				counter <= 0;
				Complete <= 1;
				up_time <= (PWM_PERIOD * DUTY_CYCLE) >> 8;
				ADC_cycle <= ADC;
			end
			if(up_time > (DEAD_TIME / 2))
				high_end <= up_time - (DEAD_TIME/2);
			else
				high_end <= 9'd0;
			if((counter < high_end) && (counter >= (DEAD_TIME / 2)))
				next_UP <= 1;
			else next_UP <= 0;
			if((counter >= ((up_time) + (DEAD_TIME / 2))) && (counter < (PWM_PERIOD - (DEAD_TIME /2))))
				next_DOWN <= 1;
			else next_DOWN <= 0;
			if(16'd10 < ADC_cycle)begin
				ADC_Test <= 1;
			end		
			else 
				ADC_Test <= 0;
			PWM_UP <= next_UP;
			PWM_DOWN <= next_DOWN;
			if(next_UP && next_DOWN)begin
				Fault <= 1;
			end
		end
		else begin
			PWM_UP <= 0;
			PWM_DOWN <= 0;
		end
	end
endmodule 
$ cat /design/flow/run.sh
#!/bin/bash
# OpenROAD 26Q1-2900-gdf79404cd8, Yosys 0.63+post, stock flow scripts
make -C /OpenROAD-flow-scripts/flow DESIGN_CONFIG=/design/flow/config.mk WORK_HOME=/design/flow/orfs finish
$ cat /design/flow/config.mk
export PLATFORM = sky130hd
export DESIGN_NAME = PWM_Generator
export DESIGN_NICKNAME = PWM_Generator
export VERILOG_FILES = /design/flow/design.v
export SDC_FILE = /design/flow/constraint.sdc
export NUM_CORES = 4
export LEC_CHECK = 1
export CORE_UTILIZATION = 30
$ cat /design/flow/constraint.sdc
current_design PWM_Generator

set clk_period 5.3
set clk_io_pct 0.2

create_clock -name clk0 -period $clk_period [get_ports {clk}]

set non_clock_inputs [all_inputs -no_clocks]
set_input_delay [expr $clk_period * $clk_io_pct] -clock clk0 $non_clock_inputs
set_output_delay [expr $clk_period * $clk_io_pct] -clock clk0 [all_outputs]
==> results.cfg <==
; yosys + openroad results
[run]
tool_warnings = 35
cap_violations = 0

[min_path]
worstHoldEndpoint = Fault$_SDFF_PP1_
hold_depth = 2
hold_start = next_DOWN$_SDFF_PP0_
hold_class = flip-flop to flip-flop

[final_timing]
post-route-min-period_ps = 5160
tightest_slew_ps = 513
max_freq_mhz = 194
rsz0062_at_grt = no
fin_ws_ps = 141
setup-violations-final = 0
fin_crit_sh_pct = 97.3
timing.hold.ws_ps = 448
slew_headroom_pct = 65.8
skew_ps = 5.99
finalHoldViolCount = 0
slew_violations = 0

[placement]
post_dp_cell_area_um2 = 7730
gp_congestion = 0.884
post-dp-hpwl_um = 11900
numPortBuffers = 47
place_ws_ps = -571

[yosys]
yosys.stat.seqShare_pct = 23.4
synth_cell_types = 54
yosysCellCount = 693
synth_cells = 693
most_common_cell = ha_1
flop_cell = edfxtp_1
top_cells_by_count = 110 x ha_1, 95 x inv_1, 56 x and2_1
ys_ff = 53
ys_chip_area_um2 = 6590
async_reset_ff_share_pct = 0
ys_warn_count = 1
top_area_cell = edfxtp_1
synth_area_um2 = 6590
edf_count = 48
area_leaders = edfxtp_1 22%, ha_1 21%, fa_1 15%
top_cell_area_share_pct = 21.9
avgSynthCellArea_um2 = 9.51

[floorplan]
die_w_um = 150
die_y_um = 150
ioPinCount = 49
initial_utilization_pct = 31.0
fp.coreArea_um2 = 21300
chip_area_um2 = 22600
rows = 53

[power]
cellLeakagePower_nw = 3.60
power.density_nw_per_um2 = 248
ir_drop_mv = 0.150

[clocking]
clk_pin_slew_ps = 70
htreeDepth = 2
cts_buffers = 5
cts.sinks = 53
cts-root-buf = clkbuf_16
cts_tree = yes
cts_buffer_depth = 2
clock_latency_ps = 300

[global_routing]
gr-usage-all-layers_pct = 14.1
grt_max_degree = 27
grt_pass1_vias = 4903
antenna_found_initial = 0
grt_overflow = 0
grt_pass1_wl_um = 23900

[setup_path]
r2r-start = up_time[1]$_DFFE_PP_
critPathLaunchType = input pin
end_kind = flip-flop
r2r_cells = 12
worstPathArrival_ps = 5210
crit_type = input pin to flip-flop
cp.required_ps = 5350
worstPathMaxFanout = 5
reg2reg_slack_ps = 2390
r2r_end = next_DOWN$_SDFF_PP0_

[routing]
routed.top_layer = met4
viasPerCell = 4.65
antennaDiodeCount = 0
wl_um = 14400
wl_met2_um = 6900
via_count = 4906
dr.first_iter.drc_count = 211
wl_per_cell_um = 13.7
dr_wl_met3_um = 433
postRouteAntennaNets = 0
wl_met1_um = 6910
drt-pass1-iter-count = 4
drc = 0

[layout]
final_area_um2 = 7920
utilization_pct = 37.2
drive_gt1_share_pct = 10.3
areaGrowthSynthToFinish_pct = 20.1

[run_status]
status = complete, no violations
flip-flops by register name, indices dropped and copies added, names as in the netlist:
register,cells
PWM_UP,1
counter,10
ADC_cycle,16
ADC_Test,1
Complete,1
next_DOWN,1
next_UP,1
Fault,1
high_end,10
PWM_DOWN,1
up_time,10
power by group:
part           internal (mW)  leakage, nW  switching, mW
Combinational          0.582         3.05          0.548
Sequential             0.493        0.471              0
Clock                  0.181       0.0763          0.158
Total                   1.26         3.60          0.706
layout make-up:
type	instances	area, µm²
Inverter	95	357
Timing Repair Buffer	100	855
Multi-Input combinational cell	524	4660
Tap cell	275	344
Fill cell	2093	13400
Sequential cell	53	1540
Clock inverter	3	28.8
Clock buffer	5	125
cells in the final DEF (no fill, tap or decap), drive strengths merged, types with 9 or more instances in the layout:
| master | instances |
|---|---|
| nand2b | 10 |
| nor3 | 17 |
| o21a | 10 |
| o21ai | 21 |
| a21oi | 28 |
| a211oi | 12 |
| dlygate4sd2 | 9 |
| xor2 | 16 |
| nand2 | 45 |
| a21o | 13 |
| buf | 53 |
| ha | 110 |
| and2 | 56 |
| xnor2 | 24 |
| nor2b | 10 |
| clkdlybuf4s50 | 33 |
| inv | 97 |
| edfxtp | 48 |
| fa | 50 |
| nor2 | 35 |
timing repair:
action,in CTS,in global routing
resized,14,17
pin swaps,3,14
hold buffers,0,0
setup buffers,1,0
setup endpoints to repair,6,5
how the worst max path moves through the flow:
stage | from | slack, ps | cells after the start | to
final | PWM_PERIOD[4] | 140 | 17 | up_time[9]$_DFFE_PP_
after global routing | PWM_PERIOD[4] | 20 | 17 | up_time[9]$_DFFE_PP_
after CTS | DUTY_CYCLE[2] | 30 | 16 | up_time[6]$_DFFE_PP_
per-stage QoR:
step,instances,setup TNS (ps),power [mW]
final,1055,0,1.96
after global routing,1055,0,2.16
after CTS,1055,0,1.94
after detailed placement,1046,-3030,1.58
after global placement,1046,-2940,1.58
after floorplan,693,0,1.22
critical path, cell delays in order:
cell and delay [ps]:
dlygate4sd2_1 330, buf_4 170, buf_4 120, and2_1 160, fa_1 520, fa_1 440, fa_1 540, inv_1 50
fa_1 520, inv_1 40, ha_1 190, a2111o_1 300, a41oi_2 260, buf_4 170, nor3_1 40, o221ai_1 170
xnor2_1 100
routing by layer:
metal / vias up / track usage [%]
met5: - / 0
met4: 0 / 2.07
met3: 12 / 1.61
met2: 63 / 24.0
met1: 2280 / 20.1
li1: 2551 / -
logic make-up (layout without fill, tap and decap cells):
| kind of cell | Yosys count | in the layout | synth area share (%) |
|---|---|---|---|
| xor gates and xnor gates | 40 | 40 | 5.31 |
| and+or+nand+nor | 210 | 210 | 16.6 |
| DFF | 53 | 53 | 23.4 |
| AOI/OAI and AO/OA | 114 | 114 | 12.0 |
| buffers and inverters | 116 | 203 | 6.64 |
| adders and majority gates | 160 | 160 | 36.1 |
Power is estimated from default activity; no workload was simulated.
