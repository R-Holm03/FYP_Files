### design/flow/run.sh
#!/bin/bash
# OpenROAD 26Q1-2900-gdf79404cd8, Yosys 0.63+post, stock flow scripts
make -C /OpenROAD-flow-scripts/flow DESIGN_CONFIG=/design/flow/config.mk WORK_HOME=/design/flow/orfs finish
### design/flow/config.mk
export PLATFORM = sky130hd
export DESIGN_NAME = ADC_Communicator
export DESIGN_NICKNAME = ADC_Communicator
export VERILOG_FILES = /design/flow/design.v
export SDC_FILE = /design/flow/constraint.sdc
export NUM_CORES = 4
export LEC_CHECK = 1
export CORE_AREA = 10 10 70 70
export DIE_AREA = 0 0 80 80
### design/flow/constraint.sdc
current_design ADC_Communicator

set clk_period 1.2
set clk_io_pct 0.2

create_clock -name clk0 -period $clk_period [get_ports {clk}]

set non_clock_inputs [all_inputs -no_clocks]
set_input_delay [expr $clk_period * $clk_io_pct] -clock clk0 $non_clock_inputs
set_output_delay [expr $clk_period * $clk_io_pct] -clock clk0 [all_outputs]
### design/flow/design.v
module ADC_Communicator (
	input clk, CONVERT,
	output reg WR, DONE
);
		reg [2:0] counter = 5'd0;
		reg counting = 1'b0;
		always@(posedge clk)begin 
			if(CONVERT == 1 && !counting)begin  
				counting <= 1'b1;
				counter <= 5'd20;
			end
			if(counting)begin
				WR <= 1'b0;
				if (counter > 0)
					counter <= counter - 1;
				else begin
					WR <= 1'b1;
					counting <= 1'b0;
					DONE <= 1'b1;
				end
			end
			else begin
				WR <= 1'b1;
				DONE <= 1'b0;
			end
		end
endmodule 
==> reports/metrics.csv <==
stage,metric,value,unit
timing,worst_slew_pin_slew,369.3,ps
timing,timing_hold_violations_final,0,
yosys,syn_inst,28,
timing,slew_headroom,0.7535,
yosys,synth_area,305.3,um2
clock_tree,clock_tree.root_cell,clkbuf_4,
yosys,seq_area_frac_synth,0.3934,
yosys,yosys-top-cells-area,"dfxtp_1 (39%), ha_1 (8.2%), nand2b_1 (8.2%)",
drt,dr_total_vias,214,
critical_path,end_kind,register,
critical_path,critPathBufInv,1,
timing,final_max_slew_viol_count,0,
critical_path,worst_r2r_path_depth,4,
timing,achievable-frequency,885.8,MHz
worst_hold_path,hp-class,register to register,
clock_tree,cts-htree-levels,1,
critical_path,kind_of_critical_path,register to register,
outcome,outcome,"finished, final reports clean",
clock_tree,clock_sink_count,6,
yosys,most_common_cell,dfxtp_1,
run,max_cap_viol_count,0,
pwr,power-per-cell-area,2591,mW/mm2
yosys,synthesis.yosys.warnings,1,
timing,setup_violations,0,
floorplan,rows,21,
placement,placed_cells,76,
floorplan,die_area,0.006400,mm2
critical_path,cpMaxStageDelayCell,dfxtp_1,
clock_tree,worstSkewPairLatency,240,ps
clock_tree,post-cts-setup-buffer-count,0,
global_route,first_global_vias,203,
drt,drtAntennaViolNets,0,
yosys,ys_types,15,
layout,area_growth,33.20,%
layout,finish.cell_count_without_fillers,79,
critical_path,cp.arrival,1260,ps
run,warning_count,26,
drt,remaining_drc_errors,0,
critical_path,timing.critical_path.required,1330,ps
drt,drt_pass1_iterations,2,
yosys,yosysCellCount,28,
clock_tree,cts.clk_slew.worst_paths,50,ps
timing,share_of_the_clock_period_used_by_the_worst_path_after_layout,0.9408,
clock_tree,tritoncts,built,
pwr,power.static_leakage,0.1560,nW
yosys,async_sr_flop_fraction,0,
global_route,grt_max_degree,13,
yosys,enable_flop_cells,0,
yosys,netlist_top_cells_count,"dfxtp_1 (6), nand2b_1 (4)",
clock_tree,cts.hold.buffers_added,0,
critical_path,crit_chain,inv_1 -> ha_1 -> nor2b_4 -> o21a_1,
timing,period_needed,1129,ps
yosys,ys_chip_area,305.3,um2
floorplan,die-width,80,um
critical_path,worst-r2r-setup-slack,70,ps
global_route,number_of_antenna_violations_at_the_first_check_in_global_routing,0,
yosys,netlist.area_leader.share,0.3934,
placement,port_buffers,3,
pwr,vdd_ir_drop_max,0.0003415,V
clock_tree,cts_resized,3,
drt,diodes,0,
placement,dp_hpwl,356.7,um
critical_path,cp_top_family,flip-flops,
clock_tree,cts_inserted_buffers,3,
timing,grt_setup_unrepaired,false,
layout,post_route_cells_drive_above_1_share,0.2727,
drt,wirelength,501,um
layout,multiInputGateArea,170.2,um2
drt,initialDrtViolationCount,9,
global_route,grt-ovfl-total,0,
yosys,area_leader_netlist,dfxtp_1,
timing,fin_worst_skew,0.1498,ps
floorplan,core,0.003416,mm2
critical_path,max_stage_delay,360,ps
floorplan,die_h,80,um
global_route,grtUsageTotal,0.01672,
worst_hold_path,hold_depth,1,
layout,layout.core_utilization,0.1190,
floorplan,initCoreUtil,0.08938,
yosys,synth_flop_count,6,
layout,sequential_cell_area,121.4,um2
critical_path,reg2reg_to,DONE,
drt,viasPerCell,2.709,
clock_tree,cts-root-to-sink-buffers,2,
critical_path,critPathLaunchType,register,
yosys,synth_top_flop_cell,dfxtp_1,
yosys,avgSynthCellArea,10.90,um2
drt,wire_per_inst,6.342,um
global_route,grt_pass1_wl,903,um
critical_path,regToRegStartpoint,counter[0],
placement,gp_routability_congestion,0.7096,
worst_hold_path,min_to,DONE,
floorplan,io-pin-count,4,
layout,layout.filler_cells,389,
critical_path,biggest_fanout_along_the_worst_timing_path,5,
worst_hold_path,hp-start,DONE,
[worst reg2reg max path: cells and delay by family (launching register included)]
kind                       cells  cell delay, ps
AOI/OAI and AO/OA              1             170
DFF                            1             360
buffers and inverters          1              70
and+or+nand+nor                1             160
adders and majority gates      1             250
[routing by layer]
metal / track usage / part of all wire / vias to the layer above
met4: 0.001761 / 0.012 / 0
met2: 0.02488 / 0.40 / 6
met1: 0.02143 / 0.51 / 98
met5: 0 / 0 / -
li1: - / - / 108
met3: 0.009091 / 0.074 / 2
[registers in the layout (all words and copies together) (netlist names)]
name,cells
WR,1
counter,3
counting,1
DONE,1
[final cells by class]
class	count	share of cell area
Tap cell	46	0.1415
Multi-Input combinational cell	19	0.4185
Sequential cell	6	0.2985
Inverter	2	0.01846
Clock buffer	3	0.05538
Timing Repair Buffer	3	0.06769
[cells by family after synthesis]
| family | count (synthesis) | share of synthesized area |
|---|---|---|
| fa+ha+maj | 2 | 0.08195 |
| compound gates | 6 | 0.2008 |
| flops | 6 | 0.3935 |
| buf+inv | 3 | 0.04920 |
| simple gates | 11 | 0.2746 |
[cell usage in the layout (no fill, tap or decap), drive strengths merged]
cell	instances
nand2b	4
dlygate4sd2	2
nand2	1
dfxtp	6
nor2b	1
inv	2
o211ai	2
or3b	2
o21a	1
a21oi	1
clkdlybuf4s50	1
clkbuf	3
ha	2
o21bai	1
o311ai	1
nand4b	2
nor2	1
[through the flow]
stage | hold slack (ps) | TNS, ps | total power [W] | setup slack (ps) | instance area [um2]
6_report | 463.0 | 0 | 0.001054 | 71.02 | 406.6
3_3_place_gp | 461.9 | -74.57 | 0.0008896 | -44.38 | 385.4
2_1_floorplan | 388.7 | 0 | 0.0007792 | 170.1 | 305.3
3_5_place_dp | 463.0 | -66.49 | 0.0008990 | -40.11 | 385.4
4_1_cts | 464.3 | 0 | 0.001072 | 77.80 | 406.6
5_1_grt | 499.1 | 0 | 0.001163 | 9.614 | 406.6
[worst max path at each step]
stage | from | endpoint | slack, ps | depth (start not counted)
finish | counter[0] | DONE | 70 | 4
global route | counter[0] | WR | 10 | 4
CTS | counter[0] | DONE | 80 | 4
[report_power, final]
part	switching [W]	internal (W)	leakage [nW]
clock network	0.0000717	0.000113	0.0138
registers	0.000110	0.000311	0.0506
logic	0.000177	0.000270	0.0916
total	0.000359	0.000695	0.156
No activity file was given, so power comes from the tool's default toggle rates.
